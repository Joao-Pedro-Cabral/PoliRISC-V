### design/flow/design.v
package alu_pkg;
  typedef enum logic [4:0] {
    Add,
    ShiftLeftLogic,
    SetLessThan,
    SetLessThanUnsigned,
    Xor,
    ShiftRightLogic,
    Or,
    And,
    Mul,
    MulHigh,
    MulHighSignedUnsigned,
    MulHighUnsigned,
    Div,
    DivUnsigned,
    Rem,
    RemUnsigned,
    Sub,
    ShiftRightArithmetic = 5'b10101
  } alu_op_t;
endpackage
package branch_decoder_unit_pkg;
  typedef enum logic [1:0] {
    NoBranch,
    Jump,
    CondBranch
  } branch_t;
  typedef enum logic [2:0] {
    Beq,
    Bne,
    Blt = 3'b100,
    Bge,
    Bltu,
    Bgeu
  } cond_branch_t;
  typedef enum logic {
    PcPlus4,
    PcOrReadDataPlusImm
  } pc_src_t;
endpackage
package csr_mem_pkg;
  typedef enum logic [1:0] {
    Msip = 2'b00,
    Mtime = 2'b01,
    Mtimecmp = 2'b11
  } csr_mem_addr_t;
endpackage
package control_unit_pkg;
  typedef enum logic [1:0] {
    WrAluY,
    WrCsrRdData,
    WrRdData,
    WrPcPlus4
  } wr_reg_t;
endpackage
package forwarding_unit_pkg;
  typedef enum logic [1:0] {
    NoForward,
    ForwardExecute,
    ForwardDecode,
    ForwardExecuteMemory
  } forwarding_type_t;
  typedef enum logic [1:0] {
    NoForwarding,
    ForwardFromEx,
    ForwardFromMem,
    ForwardFromWb
  } forwarding_t;
endpackage
package hazard_unit_pkg;
  typedef enum logic [1:0] {
    NoHazard,
    HazardDecode,
    HazardExecute
  } hazard_t;
  typedef enum logic {
    OnlyRs1,
    Rs1AndRs2
  } rs_used_t;
endpackage
package memory_unit_pkg;
  typedef enum logic [1:0] {
    Idle,
    WaitAnyMem,
    WaitInstMem,
    WaitDataMem
  } memory_unit_fsm_t;
endpackage
package cache_pkg;
  typedef enum logic [1:0] {
    Idle,
    CompareTag,
    Allocate,
    WriteBack
  } cache_state_t;
endpackage
package sd_controller_pkg;
  typedef enum logic [4:0] {
    InitBegin,
    WaitSendCmd,
    WaitReceiveCmd,
    SendCmd0,
    CheckCmd0,
    SendCmd8,
    CheckCmd8,
    SendCmd59,
    CheckCmd59,
    SendCmd55,
    CheckCmd55,
    SendAcmd41,
    CheckAcmd41,
    SendCmd16,
    CheckCmd16,
    Idle,
    SendCmd17,
    CheckCmd17,
    SendCmd24,
    CheckCmd24,
    CheckRead,
    CheckWrite,
    SendCmd13,
    CheckCmd13,
    CheckErrorToken,
    Final
  } sd_controller_fsm_t;
  typedef enum logic [5:0] {
    Cmd0 = 6'd00,
    Cmd8 = 6'd08,
    Cmd13 = 6'd13,
    Cmd16 = 6'd16,
    Cmd17 = 6'd17,
    Cmd24 = 6'd24,
    Cmd41 = 6'd41,
    Cmd55 = 6'd55,
    Cmd59 = 6'd59
  } cmd_index_t;
  typedef enum logic [7:0] {
    CmdInitializedResponse = 8'h00,
    CmdNotInitializedResponse = 8'h01,
    WriteSuccessfulResponse = 8'h05,
    WriteErrorResponse = 8'h0B,
    ErrorTokenResponse = 8'h0F,
    Cmd17ErrorResponse = 8'h74
  } cmd_response_t;
  localparam reg [15:0] Cmd13Response = 16'h0000;
  localparam reg [39:0] Cmd8Response = {8'h01, 4'h2, 16'h0000, 4'h1, 8'hAA};
  typedef enum logic [31:0] {
    NullCmdArgument = 32'h00000000,
    Cmd8Argument = 32'h000001AA,
    Cmd59Argument = 32'h00000001,
    Acmd41Argument = 32'h40000000,
    Cmd16Argument = 32'd512
  } cmd_argument_t;
endpackage
package sd_receiver_pkg;
  typedef enum logic [1:0] {
    Idle,
    WaitingSD,
    Receiving,
    WaitBusy
  } sd_receiver_fsm_t;
  typedef enum logic [2:0] {
    R1,
    R3OrR7,
    DataToken,
    DataBlock,
    R2
  } sd_receiver_response_t;
  typedef enum logic [12:0] {
    R1OrDataTokenSize = 7,
    R2Size = 15,
    R3OrR7Size = 39,
    DataBlockSize = 4112
  } sd_receiver_response_size_t;
endpackage
package sd_sender_pkg;
  typedef enum logic {
    Idle,
    Sending
  } sd_sender_fsm_t;
  typedef enum logic {
    Cmd,
    Data
  } sd_sender_chunk_t;
endpackage
package uart_phy_pkg;
  typedef enum logic [2:0] {
    Idle,
    Start,
    Data,
    Parity,
    Stop1,
    Stop2
  } uart_phy_fsm_t;
endpackage
package uart_pkg;
  typedef enum logic [2:0] {
    Idle,
    Read,
    Write,
    EndOp,
    Final
  } uart_fsm_t;
  typedef enum logic [3:0] {
    TxData,
    RxData,
    TxFull,
    TxEmpty,
    RxFull,
    RxEmpty,
    InterruptEn,
    Pending,
    Status,
    TxControl,
    RxControl,
    ClockDiv
  } uart_addr_t;
  typedef enum logic [2:0] {
    LitexData,
    LitexTxFull,
    LitexRxEmpty,
    LitexStatus,
    LitexPending,
    LitexInterruptEn,
    LitexTxEmpty,
    LitexRxFull
  } uart_litex_addr_t;
  typedef enum logic [2:0] {
    SiFiveTxData,
    SiFiveRxData,
    SiFiveTxControl,
    SiFiveRxControl,
    SiFiveInterruptEn,
    SiFivePending,
    SiFiveClockDiv
  } uart_sifive_addr_t;
endpackage
package uart_top_pkg;
  typedef enum logic [3:0] {
    Idle = 4'h0,
    ConfReceiveControl = 4'h1,
    ConfTransmitControl = 4'h2,
    ConfInterruptEn = 4'h3,
    WaitInterrupt = 4'h4,
    ReadingData = 4'h5,
    InitWritingData = 4'h6,
    WritingData = 4'h7,
    ClearInterrupt = 4'h8
  } uart_top_fsm_t;
endpackage
module barrel_shifter_r (
    A,
    shamt,
    Y,
    arithmetic
);
  parameter integer N = 4;
  parameter integer M = 4;
  input wire [2**N - 1 : 0] [M-1:0] A;
  input wire [N - 1:0] shamt;
  input wire arithmetic;   
  output wire [2**N - 1 : 0] [M-1:0] Y;
  wire [M-1:0] shift;
  wire [2**N - 1 : 0] [M-1:0] B[N : 0];   
  genvar i, j;   
  assign B[0] = A;
  assign Y    = B[N];
  assign shift = {M{arithmetic & A[2**N - 1][M-1]}};
  generate
    for (i = 0; i < N; i = i + 1) begin : g_row
      for (j = 0; j < 2 ** N; j = j + 1) begin : g_column
        if (j > 2 ** N - 1 - 2 ** i)
          mux2to1 #(
              .size(M)
          ) mux (
              .A(B[i][j]),
              .B(shift),
              .S(shamt[i]),
              .Y(B[i+1][j])
          );
        else
          mux2to1 #(
              .size(M)
          ) mux (
              .A(B[i][j]),
              .B(B[i][j+2**i]),
              .S(shamt[i]),
              .Y(B[i+1][j])
          );
      end
    end
  endgenerate
endmodule
module mux2to1 (
    A,
    B,
    S,
    Y
);
  parameter integer size = 4;
  input wire [size - 1:0] A;
  input wire [size - 1:0] B;
  input wire S;
  output wire [size - 1:0] Y;
  assign Y = (S == 1'b1) ? B : A;
endmodule
### design/flow/run.sh
#!/bin/bash
# OpenROAD 26Q1-2900-gdf79404cd8, Yosys 0.63+post, stock flow scripts
make -C /OpenROAD-flow-scripts/flow DESIGN_CONFIG=/design/flow/config.mk WORK_HOME=/design/flow/orfs finish
### design/flow/config.mk
export PLATFORM = sky130hd
export DESIGN_NAME = barrel_shifter_r
export DESIGN_NICKNAME = barrel_shifter_r
export VERILOG_FILES = /design/flow/design.v
export SDC_FILE = /design/flow/constraint.sdc
export NUM_CORES = 4
export LEC_CHECK = 1
export CORE_UTILIZATION = 30
### design/flow/constraint.sdc
current_design barrel_shifter_r

set clk_period 8.0
set clk_io_pct 0.2

create_clock -name clk0 -period $clk_period

set non_clock_inputs [all_inputs -no_clocks]
set_input_delay [expr $clk_period * $clk_io_pct] -clock clk0 $non_clock_inputs
set_output_delay [expr $clk_period * $clk_io_pct] -clock clk0 [all_outputs]
==> metrics.sh <==
SYNTH-CELLS-YOSYS=334
DIE_H_UM=99.2
FINAL_CELL_COUNT_NO_FILL=544
RSZ0062_AT_GRT='no'
WIRELENGTH_UM=10600
CTS-HOLD-FIX-BUFFERS=0
WORST_SLEW_PIN_SLEW_NS=0.835
TIMING.CRITICAL_PATH.FROM_TYPE='input pin'
POSTCTSSETUPBUFFERS=0
FLOP_AREA_SQ_UM=0
SYNTH-SEQ-AREA-SHARE_PCT=0
FINALSETUPVIOLATIONS=0
FINAL_SUM_OF_NEGATIVE_SETUP_SLACK_NS=0
LOG.WARNING_COUNT=32
GP_CONGESTION=0.901
LAYOUT-AREA-OVERHEAD-VS-SYNTH_PCT=44.4
NUMBER_OF_DISTINCT_LIBRARY_CELLS_AFTER_SYNTHESIS=38
LAYOUT.SEQUENTIAL_CELLS=0
AREA.COMBINATIONAL_SQ_UM=2580
ACHIEVABLE-FREQUENCY_GHz=0.169
SYNTHESIS_AREA_PER_YOSYS_SQ_UM=2840
DESIGN.DIE.AREA_SQ_UM=9840
GLOBALROUTEOVERFLOWTOTAL=0
FIN_CRIT_SH_PCT=74.1
GRT_PASS1_WL_UM=15900
DRV_CAP=0
P_LEAK_nW=1.52
SYNTHCELLS=334
DRT_PASS1_ITERATIONS=5
ARRIVAL_TIME_AT_THE_WORST_ENDPOINT_NS=4.33
GR-USAGE-ALL-LAYERS_PCT=21.0
NUM_ROWS=35
HOLD_VIOL=0
FINAL.CLKBUF_COUNT=0
GRT_PASS1_VIAS=2947
DIE_W_UM=99.2
DETAIL_ROUTE.VIAS_PER_CELL=5.86
DRT_FIRST_ITER_VIOLATIONS=235
DATA_REQUIRED_TIME_OF_THE_CRITICAL_PATH_NS=6.40
MOSTFREQUENTLAYOUTCELLS='sky130_fd_sc_hd__clkdlybuf4s50_1, sky130_fd_sc_hd__mux2i_1, sky130_fd_sc_hd__mux2_2, sky130_fd_sc_hd__mux4_2, sky130_fd_sc_hd__nor2_1'
DETAILEDPLACEMENTHPWL_UM=8080
IRDROPWORSTVDD_mV=0.0368
P_PER_AREA_nW_PER_UM2=67.9
CRIT_PATH_END_KIND='primary output'
GRT_MAX_DEGREE=73
YS_WARN_COUNT=1
CTS-RESIZED-GATES=0
ANTENNA_VIOLATING_NETS_POST_ROUTE=0
LAYOUT.CELLS.MOST_COMMON='sky130_fd_sc_hd__clkdlybuf4s50_1'
AVG_INST_SIZE_SYNTH_SQ_UM=8.49
DRC=0
ANTENNA_FOUND_INITIAL=0
PATH_TYPE_OF_THE_WORST_MIN_DELAY_PATH='in2out'
DPL.CELL_COUNT=544
SYNTHESIS.AREA_SQ_UM=2840
PLACEMENT.IO_BUFFERS=133
BOUNDARYPINS=133
LAYOUT-DRIVE-GT1-SHARE_PCT=16.2
VIAS=3189
CORE_AREA_SQ_UM=9200
TOTAL_ANTENNA_DIODES_IN_THE_ROUTED_DESIGN=0
CORE_UTIL_FLOORPLAN_PCT=30.8
MIN_PERIOD_NS=5.93
STATUS='complete, no violations'
FINALMAXSLEWVIOLATIONS=0
SLEW-LIMIT-HEADROOM_PCT=44.3
ROUTEDWLPERCELL_UM=19.5
FILLCELLCOUNT=870
WORST-PATH-MAX-FANOUT=62
PATH_CLASS='in2out'
cell type report:
cell class                      count  share of cell area (%)
Inverter                            3                   0.275
Multi-Input combinational cell    291                    63.1
Timing Repair Buffer              139                    33.2
Tap cell                          111                    3.39
where the power goes:
group	total (W)	internal, W	leakage [nW]	switching, W
logic	0.000278	0.000164	1.52	0.000114
registers	0	0	0	0
clock network	0	0	0	0
kinds of logic (layout without fill, tap and decap cells):
family / count (synthesis) / after routing / share of synthesized area, %
muxes: 103 / 103 / 49.2
buffers and inverters: 43 / 142 / 8.83
and+or+nand+nor: 77 / 77 / 13.9
AOI/OAI and AO/OA: 111 / 111 / 28.1
routing by layer:
| layer | GRT usage (%) | vias to the layer above | part of all wire, % |
|---|---|---|---|
| li1 | - | 1545 | - |
| met1 | 32.3 | 1499 | 45 |
| met2 | 35.0 | 143 | 48 |
| met3 | 1.36 | 2 | 6.7 |
| met4 | 0.566 | 0 | 0.28 |
| met5 | 0 | - | 0 |
cell usage after synthesis:
cell,number,area (sq um)
sky130_fd_sc_hd__mux2_4,1,15.0
sky130_fd_sc_hd__a211oi_1,10,75.1
sky130_fd_sc_hd__inv_1,2,7.51
sky130_fd_sc_hd__o211a_1,1,10.0
sky130_fd_sc_hd__nor3_1,2,10.0
sky130_fd_sc_hd__inv_2,1,3.75
sky130_fd_sc_hd__or3b_1,1,8.76
sky130_fd_sc_hd__o221ai_1,10,87.6
sky130_fd_sc_hd__o211ai_1,10,75.1
sky130_fd_sc_hd__a21oi_1,23,115
sky130_fd_sc_hd__a221oi_1,2,17.5
sky130_fd_sc_hd__nor2_1,24,90.1
sky130_fd_sc_hd__o21a_1,10,75.1
sky130_fd_sc_hd__o2bb2ai_1,3,26.3
sky130_fd_sc_hd__o21ai_1,5,25.0
sky130_fd_sc_hd__o31ai_1,1,7.51
sky130_fd_sc_hd__buf_4,6,45.0
sky130_fd_sc_hd__nand2b_1,2,12.5
sky130_fd_sc_hd__nand3_1,5,25.0
sky130_fd_sc_hd__buf_1,3,11.3
sky130_fd_sc_hd__or2_2,2,12.5
sky130_fd_sc_hd__o21ai_0,9,45.0
sky130_fd_sc_hd__and2_1,8,50.1
sky130_fd_sc_hd__mux2i_1,50,500
sky130_fd_sc_hd__buf_6,7,78.8
sky130_fd_sc_hd__a221o_1,16,160
sky130_fd_sc_hd__nor2b_1,15,93.8
sky130_fd_sc_hd__mux4_2,26,586
sky130_fd_sc_hd__a21o_1,3,22.5
sky130_fd_sc_hd__a22oi_1,4,30.0
sky130_fd_sc_hd__nor2_2,1,6.26
sky130_fd_sc_hd__mux2_2,26,293
sky130_fd_sc_hd__buf_2,11,55.1
sky130_fd_sc_hd__nor4_2,1,12.5
sky130_fd_sc_hd__nand2_1,14,52.6
sky130_fd_sc_hd__clkbuf_1,13,48.8
sky130_fd_sc_hd__nor3_2,2,20.0
sky130_fd_sc_hd__o22ai_1,4,25.0
worst max-delay path, stage by stage:
cell	delay [ns]
sky130_fd_sc_hd__buf_2	0.27
sky130_fd_sc_hd__buf_4	0.71
sky130_fd_sc_hd__mux2_2	0.43
sky130_fd_sc_hd__mux2i_1	0.30
sky130_fd_sc_hd__o22ai_1	0.17
sky130_fd_sc_hd__a221o_1	0.40
sky130_fd_sc_hd__clkdlybuf4s50_1	0.41
metrics by stage:
step	util (%)	total power, W	worst slack, ns	area, sq um	hold WS [ns]
2_1_floorplan	-	0.000140	3.61	2840	3.26
3_3_place_gp	44.5	0.000277	2.14	4090	4.21
3_5_place_dp	44.5	0.000276	2.18	4090	4.22
4_1_cts	44.5	0.000278	2.17	4090	4.21
5_1_grt	44.5	0.000299	1.98	4090	4.26
6_report	44.5	0.000278	2.07	4090	4.20
path summary, 6_finish.rpt:
kind                     start  endpoint  slack [ns]  cells past startpoint
worst max-delay path  shamt[1]      Y[8]        2.07                      7
worst min-delay path  shamt[0]     Y[16]        4.20                      4
Power figures rest on the tool's default switching activity, not on a simulated workload.
