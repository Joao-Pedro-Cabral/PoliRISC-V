==> ./design.v <==
package alu_pkg;
  typedef enum logic [4:0] {
    Add,
    ShiftLeftLogic,
    SetLessThan,
    SetLessThanUnsigned,
    Xor,
    ShiftRightLogic,
    Or,
    And,
    Mul,
    MulHigh,
    MulHighSignedUnsigned,
    MulHighUnsigned,
    Div,
    DivUnsigned,
    Rem,
    RemUnsigned,
    Sub,
    ShiftRightArithmetic = 5'b10101
  } alu_op_t;
endpackage
package branch_decoder_unit_pkg;
  typedef enum logic [1:0] {
    NoBranch,
    Jump,
    CondBranch
  } branch_t;
  typedef enum logic [2:0] {
    Beq,
    Bne,
    Blt = 3'b100,
    Bge,
    Bltu,
    Bgeu
  } cond_branch_t;
  typedef enum logic {
    PcPlus4,
    PcOrReadDataPlusImm
  } pc_src_t;
endpackage
package csr_mem_pkg;
  typedef enum logic [1:0] {
    Msip = 2'b00,
    Mtime = 2'b01,
    Mtimecmp = 2'b11
  } csr_mem_addr_t;
endpackage
package control_unit_pkg;
  typedef enum logic [1:0] {
    WrAluY,
    WrCsrRdData,
    WrRdData,
    WrPcPlus4
  } wr_reg_t;
endpackage
package forwarding_unit_pkg;
  typedef enum logic [1:0] {
    NoForward,
    ForwardExecute,
    ForwardDecode,
    ForwardExecuteMemory
  } forwarding_type_t;
  typedef enum logic [1:0] {
    NoForwarding,
    ForwardFromEx,
    ForwardFromMem,
    ForwardFromWb
  } forwarding_t;
endpackage
package hazard_unit_pkg;
  typedef enum logic [1:0] {
    NoHazard,
    HazardDecode,
    HazardExecute
  } hazard_t;
  typedef enum logic {
    OnlyRs1,
    Rs1AndRs2
  } rs_used_t;
endpackage
package memory_unit_pkg;
  typedef enum logic [1:0] {
    Idle,
    WaitAnyMem,
    WaitInstMem,
    WaitDataMem
  } memory_unit_fsm_t;
endpackage
package cache_pkg;
  typedef enum logic [1:0] {
    Idle,
    CompareTag,
    Allocate,
    WriteBack
  } cache_state_t;
endpackage
package sd_controller_pkg;
  typedef enum logic [4:0] {
    InitBegin,
    WaitSendCmd,
    WaitReceiveCmd,
    SendCmd0,
    CheckCmd0,
    SendCmd8,
    CheckCmd8,
    SendCmd59,
    CheckCmd59,
    SendCmd55,
    CheckCmd55,
    SendAcmd41,
    CheckAcmd41,
    SendCmd16,
    CheckCmd16,
    Idle,
    SendCmd17,
    CheckCmd17,
    SendCmd24,
    CheckCmd24,
    CheckRead,
    CheckWrite,
    SendCmd13,
    CheckCmd13,
    CheckErrorToken,
    Final
  } sd_controller_fsm_t;
  typedef enum logic [5:0] {
    Cmd0 = 6'd00,
    Cmd8 = 6'd08,
    Cmd13 = 6'd13,
    Cmd16 = 6'd16,
    Cmd17 = 6'd17,
    Cmd24 = 6'd24,
    Cmd41 = 6'd41,
    Cmd55 = 6'd55,
    Cmd59 = 6'd59
  } cmd_index_t;
  typedef enum logic [7:0] {
    CmdInitializedResponse = 8'h00,
    CmdNotInitializedResponse = 8'h01,
    WriteSuccessfulResponse = 8'h05,
    WriteErrorResponse = 8'h0B,
    ErrorTokenResponse = 8'h0F,
    Cmd17ErrorResponse = 8'h74
  } cmd_response_t;
  localparam reg [15:0] Cmd13Response = 16'h0000;
  localparam reg [39:0] Cmd8Response = {8'h01, 4'h2, 16'h0000, 4'h1, 8'hAA};
  typedef enum logic [31:0] {
    NullCmdArgument = 32'h00000000,
    Cmd8Argument = 32'h000001AA,
    Cmd59Argument = 32'h00000001,
    Acmd41Argument = 32'h40000000,
    Cmd16Argument = 32'd512
  } cmd_argument_t;
endpackage
package sd_receiver_pkg;
  typedef enum logic [1:0] {
    Idle,
    WaitingSD,
    Receiving,
    WaitBusy
  } sd_receiver_fsm_t;
  typedef enum logic [2:0] {
    R1,
    R3OrR7,
    DataToken,
    DataBlock,
    R2
  } sd_receiver_response_t;
  typedef enum logic [12:0] {
    R1OrDataTokenSize = 7,
    R2Size = 15,
    R3OrR7Size = 39,
    DataBlockSize = 4112
  } sd_receiver_response_size_t;
endpackage
package sd_sender_pkg;
  typedef enum logic {
    Idle,
    Sending
  } sd_sender_fsm_t;
  typedef enum logic {
    Cmd,
    Data
  } sd_sender_chunk_t;
endpackage
package uart_phy_pkg;
  typedef enum logic [2:0] {
    Idle,
    Start,
    Data,
    Parity,
    Stop1,
    Stop2
  } uart_phy_fsm_t;
endpackage
package uart_pkg;
  typedef enum logic [2:0] {
    Idle,
    Read,
    Write,
    EndOp,
    Final
  } uart_fsm_t;
  typedef enum logic [3:0] {
    TxData,
    RxData,
    TxFull,
    TxEmpty,
    RxFull,
    RxEmpty,
    InterruptEn,
    Pending,
    Status,
    TxControl,
    RxControl,
    ClockDiv
  } uart_addr_t;
  typedef enum logic [2:0] {
    LitexData,
    LitexTxFull,
    LitexRxEmpty,
    LitexStatus,
    LitexPending,
    LitexInterruptEn,
    LitexTxEmpty,
    LitexRxFull
  } uart_litex_addr_t;
  typedef enum logic [2:0] {
    SiFiveTxData,
    SiFiveRxData,
    SiFiveTxControl,
    SiFiveRxControl,
    SiFiveInterruptEn,
    SiFivePending,
    SiFiveClockDiv
  } uart_sifive_addr_t;
endpackage
package uart_top_pkg;
  typedef enum logic [3:0] {
    Idle = 4'h0,
    ConfReceiveControl = 4'h1,
    ConfTransmitControl = 4'h2,
    ConfInterruptEn = 4'h3,
    WaitInterrupt = 4'h4,
    ReadingData = 4'h5,
    InitWritingData = 4'h6,
    WritingData = 4'h7,
    ClearInterrupt = 4'h8
  } uart_top_fsm_t;
endpackage
module left_barrel_shifter #(
    parameter integer XLEN = 32,
    parameter integer YLEN = 8
) (
    input wire [XLEN-1:0] [YLEN-1:0] in_data,
    input wire [$clog2(XLEN)-1:0] shamt,
    output wire [XLEN-1:0] [YLEN-1:0] out_data
);
  wire [XLEN-1:0] [YLEN-1:0] O[$clog2(XLEN):0];
  assign O[0] = in_data;
  assign out_data = O[$clog2(XLEN)];
  wire [XLEN-1:0] [YLEN-1:0] b_in_wire[$clog2(XLEN)-1:0];
  genvar i, j;
  generate
    for (i = 0; i < $clog2(XLEN); i = i + 1) begin : g_columns
      for (j = 0; j < XLEN; j = j + 1) begin : g_rows
        assign b_in_wire[i][j] = (j < ('b01 << i)) ? ('0) : (O[i][j-('b01<<i)]);
      end
    end
    for (i = 1; i <= $clog2(XLEN); i = i + 1) begin : g_columns2
      for (j = 0; j < XLEN; j = j + 1) begin : g_rows2
        mux2to1 #(
            .size(YLEN)
        ) O_i_j (
            .A(O[i-1][j]),
            .B(b_in_wire[i-1][j]),
            .S(shamt[i-1]),
            .Y(O[i][j])
        );
      end
    end
  endgenerate
endmodule
module mux2to1 (
    A,
    B,
    S,
    Y
);
  parameter integer size = 4;
  input wire [size - 1:0] A;
  input wire [size - 1:0] B;
  input wire S;
  output wire [size - 1:0] Y;
  assign Y = (S == 1'b1) ? B : A;
endmodule
==> ./run.sh <==
#!/bin/bash
# OpenROAD 26Q1-2900-gdf79404cd8, Yosys 0.63+post, stock flow scripts
make -C /OpenROAD-flow-scripts/flow DESIGN_CONFIG=/design/flow/config.mk WORK_HOME=/design/flow/orfs finish
==> ./config.mk <==
export PLATFORM = sky130hd
export DESIGN_NAME = left_barrel_shifter
export DESIGN_NICKNAME = left_barrel_shifter
export VERILOG_FILES = /design/flow/design.v
export SDC_FILE = /design/flow/constraint.sdc
export NUM_CORES = 4
export LEC_CHECK = 1
export CORE_AREA = 10 10 283 283
export DIE_AREA = 0 0 293 293
==> ./constraint.sdc <==
current_design left_barrel_shifter

set clk_period 5.2
set clk_io_pct 0.2

create_clock -name clk0 -period $clk_period

set non_clock_inputs [all_inputs -no_clocks]
set_input_delay [expr $clk_period * $clk_io_pct] -clock clk0 $non_clock_inputs
set_output_delay [expr $clk_period * $clk_io_pct] -clock clk0 [all_outputs]
==> GITHUB_STEP_SUMMARY <==
### Yosys + OpenROAD results

| Metric | Value |
|---|---|
| Status | completed |
| Post-route ant nets | 0 |
| Residual DRC | 0 |
| Setup WS post-layout | 0.150 ns |
| Flop Count | 0 |
| Max Fclk | 0.198 GHz |
| Maxcap violations | 0 |
| WHS | 3.01 ns |
| Initial antenna violation count | 33 |
| Area delta synth->final | 47.3% |
| Final core occ | 28.2% |
| Vias in the first global route | 19.2k |
| Setup tns final | 0 ns |
| CP max FO | 49 |
| First-pass GRT wire length | 162,000 um |
| Share of cells above drive strength 1 | 17.8% |
| Comb area | 0.0131 mm2 |
| Core Density at Floorplan | 19.2% |
| Syn Area/Cell | 7.31 um2 |
| Sequential fraction of the synthesis area | 0% |
| Crit. End Element | primary output |
| Cell Type Count | 60 |
| IO buf count | 517 |
| RePlAce Congestion | 1.05 |
| CP Class | in -> out |
| DR pass1 iterations | 6 |
| Largest net degree at the start of global routing | 84 |
| Chip Area, Yosys | 0.0142 mm2 |
| Cells in synth_stat.txt | 1,944 |
| Final hold violations | 0 |
| OpenROAD warnings | 32 |
| Synth top cell by count | mux2i_1 |
| Final Cycle Share | 97.1% |
| Worst VDD drop | 49.0 uV |
| CP endpoint | out_data[235] |
| Fin crit period | 5.05 ns |
| DR WL/cell | 35.1 um |
| Top cell area share | 19.5% |
| HPWL Detailed | 97,200 um |
| Cells after synthesis | 1,944 |
| Site Rows | 100 |
| Worst EP arrival | 4.01 ns |
| DR vias | 20.0k |
| Syn. warnings | 1 |
| Slew HR | 39.0% |
| Post-CTS Hold Buffers | 0 |
| Cell type with the largest total area | mux2i_1 |
| Leak | 7.93 nW |
| Post-synth area hogs | mux2i_1 20%, mux2_2 15%, mux4_2 7.6% |
| Setup-failing EPs final | 0 |
| Dpl ws | 0.159 ns |
| Critical Path Source Type | input pin |
| Worst slew pin tran | 0.906 ns |
| CP Launch Point | shamt[1] |
| Pwr Density | 122 mW/mm2 |
| CP required | 4.16 ns |
| Die width | 293 um |
| Unrepaired setup endpoints after global routing | false |
| Global route overflow | 0 |
| Hold crit path type | in -> out |
| I/O pins | 517 |
| Initial DRC count | 2,381 |
| Most instantiated cells after synthesis | 277 x mux2i_1, 208 x nor2_1, 196 x nand2_1, 194 x mux2_2, 104 x o22ai_1 |
| Max Slew Vio Count | 0 |
| Die Y | 293 um |
| Chip area | 0.0858 mm2 |
| Synthesized area | 0.0142 mm2 |
| Total GRT Usage | 26.6% |
| Vias per std cell | 5.88 |
| Total core area | 0.0742 mm2 |
| Fillers | 8,052 |
| Drt total wl | 119,000 um |
| CLK BUF | 0 |
| Seq. cell area | 0 um2 |
## stage by stage
step / cell area [um2] / total power, mW / std cells
final: 20900 / 2.55 / 3396
after detailed placement: 20900 / 2.46 / 3377
after CTS: 20900 / 2.48 / 3377
after global routing: 20900 / 2.65 / 3391
after global placement: 20900 / 2.49 / 3377
after floorplan: 14200 / 1.09 / 1944
## placed cells by master (no fill, tap or decap), types with 29 or more instances in the layout
| master | n |
|---|---|
| a221o_1 | 31 |
| buf_4 | 143 |
| mux2i_1 | 277 |
| and2_1 | 33 |
| o211ai_1 | 39 |
| a21oi_1 | 84 |
| nor2b_1 | 30 |
| a211oi_1 | 51 |
| nor2_1 | 203 |
| o22ai_1 | 104 |
| nor3_1 | 29 |
| a22oi_1 | 78 |
| o21ai_0 | 93 |
| mux2_2 | 194 |
| nand2_1 | 195 |
| mux4_2 | 48 |
| clkdlybuf4s50_1 | 512 |
## layout make-up
class	instances	share of cell area, %
Tap cell	969	5.79
Inverter	6	0.114
Timing Repair Buffer	675	31.4
Antenna cell	19	0.227
Multi-Input combinational cell	1727	62.4
## where the power goes
group / leakage (nW) / total (mW) / internal [mW] / switching [mW]
clock: 0.000119 / 0.000000449 / 0.000000448 / 0
sequential: 0 / 0 / 0 / 0
combinational: 7.93 / 2.55 / 1.14 / 1.41
## what timing repair did
item | 4_1_cts | 5_1_grt
buffers inserted | 0 | 0
gates resized | 0 | 2
setup endpoints to repair | 0 | 1
## routing by layer
layer	share of wire [%]	track usage, %	vias to the layer above
li1	-	-	8531
met1	42	36.4	9755
met2	41	37.8	1497
met3	13	11.1	171
met4	3.3	7.63	28
met5	0.15	0	-
## worst max-delay path: stages
cell and delay [ns]:
buf_8 0.34, buf_12 0.33, mux2i_1 0.14, mux2_2 0.31, o21ai_0 0.72, o21ai_1 0.22, o211ai_1 0.24, clkdlybuf4s50_1 0.57
## logic make-up (layout without fill, tap and decap cells)
group | count (synthesis) | after routing | share of synthesized area, %
compound gates | 648 | 648 | 32.0
simple gates | 556 | 556 | 16.9
mux | 523 | 523 | 42.8
buf+inv | 217 | 681 | 8.29
other cells | 0 | 19 | 0
## how the worst min path moves through the flow
stage / cells past startpoint / end / slack (ns) / startpoint
6_report: 3 / out_data[85] / 3.01 / shamt[4]
5_1_grt: 3 / out_data[85] / 3.03 / shamt[4]
4_1_cts: 3 / out_data[85] / 2.99 / shamt[4]
No activity file was given, so power comes from the tool's default toggle rates.
