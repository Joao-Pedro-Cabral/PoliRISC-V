==> design/flow/config.mk <==
export PLATFORM = sky130hd
export DESIGN_NAME = full_barrel_shifter
export DESIGN_NICKNAME = full_barrel_shifter
export VERILOG_FILES = /design/flow/design.v
export SDC_FILE = /design/flow/constraint.sdc
export NUM_CORES = 4
export LEC_CHECK = 1
export CORE_UTILIZATION = 30
==> design/flow/run.sh <==
#!/bin/bash
# OpenROAD 26Q1-2900-gdf79404cd8, Yosys 0.63+post, stock flow scripts
make -C /OpenROAD-flow-scripts/flow DESIGN_CONFIG=/design/flow/config.mk WORK_HOME=/design/flow/orfs finish
==> design/flow/constraint.sdc <==
current_design full_barrel_shifter

set clk_period 11.7
set clk_io_pct 0.2

create_clock -name clk0 -period $clk_period

set non_clock_inputs [all_inputs -no_clocks]
set_input_delay [expr $clk_period * $clk_io_pct] -clock clk0 $non_clock_inputs
set_output_delay [expr $clk_period * $clk_io_pct] -clock clk0 [all_outputs]
==> design/flow/design.v <==
package alu_pkg;
  typedef enum logic [4:0] {
    Add,
    ShiftLeftLogic,
    SetLessThan,
    SetLessThanUnsigned,
    Xor,
    ShiftRightLogic,
    Or,
    And,
    Mul,
    MulHigh,
    MulHighSignedUnsigned,
    MulHighUnsigned,
    Div,
    DivUnsigned,
    Rem,
    RemUnsigned,
    Sub,
    ShiftRightArithmetic = 5'b10101
  } alu_op_t;
endpackage
package branch_decoder_unit_pkg;
  typedef enum logic [1:0] {
    NoBranch,
    Jump,
    CondBranch
  } branch_t;
  typedef enum logic [2:0] {
    Beq,
    Bne,
    Blt = 3'b100,
    Bge,
    Bltu,
    Bgeu
  } cond_branch_t;
  typedef enum logic {
    PcPlus4,
    PcOrReadDataPlusImm
  } pc_src_t;
endpackage
package csr_mem_pkg;
  typedef enum logic [1:0] {
    Msip = 2'b00,
    Mtime = 2'b01,
    Mtimecmp = 2'b11
  } csr_mem_addr_t;
endpackage
package control_unit_pkg;
  typedef enum logic [1:0] {
    WrAluY,
    WrCsrRdData,
    WrRdData,
    WrPcPlus4
  } wr_reg_t;
endpackage
package forwarding_unit_pkg;
  typedef enum logic [1:0] {
    NoForward,
    ForwardExecute,
    ForwardDecode,
    ForwardExecuteMemory
  } forwarding_type_t;
  typedef enum logic [1:0] {
    NoForwarding,
    ForwardFromEx,
    ForwardFromMem,
    ForwardFromWb
  } forwarding_t;
endpackage
package hazard_unit_pkg;
  typedef enum logic [1:0] {
    NoHazard,
    HazardDecode,
    HazardExecute
  } hazard_t;
  typedef enum logic {
    OnlyRs1,
    Rs1AndRs2
  } rs_used_t;
endpackage
package memory_unit_pkg;
  typedef enum logic [1:0] {
    Idle,
    WaitAnyMem,
    WaitInstMem,
    WaitDataMem
  } memory_unit_fsm_t;
endpackage
package cache_pkg;
  typedef enum logic [1:0] {
    Idle,
    CompareTag,
    Allocate,
    WriteBack
  } cache_state_t;
endpackage
package sd_controller_pkg;
  typedef enum logic [4:0] {
    InitBegin,
    WaitSendCmd,
    WaitReceiveCmd,
    SendCmd0,
    CheckCmd0,
    SendCmd8,
    CheckCmd8,
    SendCmd59,
    CheckCmd59,
    SendCmd55,
    CheckCmd55,
    SendAcmd41,
    CheckAcmd41,
    SendCmd16,
    CheckCmd16,
    Idle,
    SendCmd17,
    CheckCmd17,
    SendCmd24,
    CheckCmd24,
    CheckRead,
    CheckWrite,
    SendCmd13,
    CheckCmd13,
    CheckErrorToken,
    Final
  } sd_controller_fsm_t;
  typedef enum logic [5:0] {
    Cmd0 = 6'd00,
    Cmd8 = 6'd08,
    Cmd13 = 6'd13,
    Cmd16 = 6'd16,
    Cmd17 = 6'd17,
    Cmd24 = 6'd24,
    Cmd41 = 6'd41,
    Cmd55 = 6'd55,
    Cmd59 = 6'd59
  } cmd_index_t;
  typedef enum logic [7:0] {
    CmdInitializedResponse = 8'h00,
    CmdNotInitializedResponse = 8'h01,
    WriteSuccessfulResponse = 8'h05,
    WriteErrorResponse = 8'h0B,
    ErrorTokenResponse = 8'h0F,
    Cmd17ErrorResponse = 8'h74
  } cmd_response_t;
  localparam reg [15:0] Cmd13Response = 16'h0000;
  localparam reg [39:0] Cmd8Response = {8'h01, 4'h2, 16'h0000, 4'h1, 8'hAA};
  typedef enum logic [31:0] {
    NullCmdArgument = 32'h00000000,
    Cmd8Argument = 32'h000001AA,
    Cmd59Argument = 32'h00000001,
    Acmd41Argument = 32'h40000000,
    Cmd16Argument = 32'd512
  } cmd_argument_t;
endpackage
package sd_receiver_pkg;
  typedef enum logic [1:0] {
    Idle,
    WaitingSD,
    Receiving,
    WaitBusy
  } sd_receiver_fsm_t;
  typedef enum logic [2:0] {
    R1,
    R3OrR7,
    DataToken,
    DataBlock,
    R2
  } sd_receiver_response_t;
  typedef enum logic [12:0] {
    R1OrDataTokenSize = 7,
    R2Size = 15,
    R3OrR7Size = 39,
    DataBlockSize = 4112
  } sd_receiver_response_size_t;
endpackage
package sd_sender_pkg;
  typedef enum logic {
    Idle,
    Sending
  } sd_sender_fsm_t;
  typedef enum logic {
    Cmd,
    Data
  } sd_sender_chunk_t;
endpackage
package uart_phy_pkg;
  typedef enum logic [2:0] {
    Idle,
    Start,
    Data,
    Parity,
    Stop1,
    Stop2
  } uart_phy_fsm_t;
endpackage
package uart_pkg;
  typedef enum logic [2:0] {
    Idle,
    Read,
    Write,
    EndOp,
    Final
  } uart_fsm_t;
  typedef enum logic [3:0] {
    TxData,
    RxData,
    TxFull,
    TxEmpty,
    RxFull,
    RxEmpty,
    InterruptEn,
    Pending,
    Status,
    TxControl,
    RxControl,
    ClockDiv
  } uart_addr_t;
  typedef enum logic [2:0] {
    LitexData,
    LitexTxFull,
    LitexRxEmpty,
    LitexStatus,
    LitexPending,
    LitexInterruptEn,
    LitexTxEmpty,
    LitexRxFull
  } uart_litex_addr_t;
  typedef enum logic [2:0] {
    SiFiveTxData,
    SiFiveRxData,
    SiFiveTxControl,
    SiFiveRxControl,
    SiFiveInterruptEn,
    SiFivePending,
    SiFiveClockDiv
  } uart_sifive_addr_t;
endpackage
package uart_top_pkg;
  typedef enum logic [3:0] {
    Idle = 4'h0,
    ConfReceiveControl = 4'h1,
    ConfTransmitControl = 4'h2,
    ConfInterruptEn = 4'h3,
    WaitInterrupt = 4'h4,
    ReadingData = 4'h5,
    InitWritingData = 4'h6,
    WritingData = 4'h7,
    ClearInterrupt = 4'h8
  } uart_top_fsm_t;
endpackage
module full_barrel_shifter #(
    parameter integer XLEN = 32,
    parameter integer YLEN = 4
) (
    input wire [XLEN-1:0] [YLEN-1:0] in_data,
    input wire [$clog2(XLEN)-1:0] shamt,
    input wire left_or_right_shift,   
    input wire arithmetic_right_shift,   
    output wire [XLEN-1:0] [YLEN-1:0] out_data
);
  wire [XLEN-1:0] [YLEN-1:0] O[$clog2(XLEN):0];
  wire [XLEN-1:0] [YLEN-1:0] b_in_wire[$clog2(XLEN)-1:0];
  wire [YLEN-1:0] msb;
  assign O[0] = in_data;
  assign out_data = O[$clog2(XLEN)];
  assign msb = {YLEN{arithmetic_right_shift & O[0][XLEN-1][YLEN-1]}};
  genvar i, j;
  generate
    for (i = 0; i < $clog2(XLEN); i = i + 1) begin : g_columns
      for (j = 0; j < XLEN; j = j + 1) begin : g_rows
        mux2to1   
        #(
            .size(YLEN)
        ) b_i_j (
            .A((j < ('b01 << i))   
 ? '0 : O[i][j-('b01<<i)]),
            .B(((j + ('b01 << i)) >= XLEN) ? msb : O[i][j+('b01<<i)]),
            .S(left_or_right_shift),
            .Y(b_in_wire[i][j])
        );
      end
    end
    for (i = 1; i <= $clog2(XLEN); i = i + 1) begin : g_columns2
      for (j = 0; j < XLEN; j = j + 1) begin : g_rows2
        mux2to1   
        #(
            .size(YLEN)
        ) O_i_j (
            .A(O[i-1][j]),
            .B(b_in_wire[i-1][j]),
            .S(shamt[i-1]),
            .Y(O[i][j])
        );
      end
    end
  endgenerate
endmodule
module mux2to1 (
    A,
    B,
    S,
    Y
);
  parameter integer size = 4;
  input wire [size - 1:0] A;
  input wire [size - 1:0] B;
  input wire S;
  output wire [size - 1:0] Y;
  assign Y = (S == 1'b1) ? B : A;
endmodule
==> summary.txt <==
Synthesis and PnR results.

- The number of antenna violations at the first check in global routing is 3.
- The largest vdd supply drop is 0.0000448 V.
- The final worst-path setup slack reads 2.56 ns.
- The number of buffers inserted by port buffering is 263.
- Setup repair after global routing left no endpoint under its margin.
- The total of cells resized after clock tree synthesis is 0.
- The post-detailed-placement half-perimeter wirelength is 70.2 mm.
- The arrival time of data at the critical path endpoint reads 6.80 ns.
- STA classifies the critical path endpoint as an output pin.
- The total core area is 51200 µm².
- The overall overflow remaining after global route reads 0.
- The count of flip-flops and latches reads 0.
- Timing would allow up to 0.109 GHz.
- The maximum number of pins on one net before global-route repair is 113.
- The antenna violation net count after detailed routing reads 0.
- In this run the post-CTS setup repair buffer count came out at 0.
- In the post-route report, total wirelength is listed as 96.0 mm.
- The total power per unit cell area reads 57.2 nW/µm².
- The number of antenna repair diodes is 0.
- Global routing used 35.9% of the available tracks.
- Across the whole layout, storage elements account for 0 µm².
- The DRC violation total after the first TritonRoute iteration is 3068.
- The utilization of the core after routing reads 35.8%.
- The flow ran to the end, and the final reports show no timing, DRC or antenna violations.
- After synthesis, the mean cell area works out to 7.31 µm².
- The via density per instance reads 6.78.
- The final timing report counts setup violations totalling 0.
- The number of global-route vias before repair is 17834.
- The part of the Yosys area used for sequential elements is 0%.
- Looking at the max-slew report, the worst-margin pin has a slew of 1.01 ns.
- The number of cells produced by synthesis is 2124.
- After synthesis the cells add up to 15500 µm².
- The post-detailed-route DRC marker count is 0.
- Cells with a size suffix above 1 make up 13.4% of the layout.
- The total negative slack for setup checks is 0 ns.
- The type of the most critical hold path reads primary input to output pin.
- The worst slack at placement reads 2.64 ns.
- The count of cell types in the netlist is 77.
- The final instance area reads 18300 µm².
- The tool warning count for the run is 34.
- The iteration count recorded for the first detailed-route pass is 7.
- The routed wire length per instance is 33.1 µm.
- According to the timing report, the critical path is launched from left_or_right_shift.
- The report shows a maximum critical-path fanout of 82.
- The detailed-route via count reads 19685.
- Relative to the synthesized area, the layout overhead comes to 18.1%.
- The ratio of final minimum period to clock period reads 78.1%.
- According to the floorplan log, the row count is 83.
- The number of standard cells reported by yosys reads 2124.
- The horizontal extent of the die reads 230 µm.
- Hold repair after CTS inserted 0 buffers.
- The number of I/O pins is 263.
- After layout, the minimum clock period comes to 9.14 ns.
- The area after detailed placement is 18300 µm².
- The pre-placement core utilization is 30.3%.
- The number of warning messages in the yosys log is 1.
- The total of clock buffers placed in the layout reads 0.
- The endpoint of the most critical setup path is out_data[41].
- The number of maximum-capacitance violations reads 0.
- The total die size is 52700 µm².
- The worst setup path is launched from a primary input.
- The count of final max-slew check failures reads 0.
- The worst setup path is of the primary input to output pin kind.
- Power comes to 1050 µW.
- The hold violation total from the final report is 0.
- The leakage power total reads 0.00685 µW.
- The worst endpoint required time reads 9.36 ns.
- The wire length of the first global-routing pass reads 136 mm.
- The post-synthesis chip area from yosys is 15500 µm².
- The final weighted congestion in routability-driven placement is 1.10.
- Measured against its own limit, the worst slew margin works out to 32.6%.
- The vertical die dimension reported for this design is 230 µm.
synthesized netlist by cell type, types with 52 or more instances:
master | count | area, µm²
sky130_fd_sc_hd__nor2_1 | 247 | 927
sky130_fd_sc_hd__mux2i_1 | 226 | 2260
sky130_fd_sc_hd__a21oi_1 | 198 | 991
sky130_fd_sc_hd__nand2_1 | 162 | 608
sky130_fd_sc_hd__o21ai_0 | 139 | 696
sky130_fd_sc_hd__clkbuf_1 | 114 | 428
sky130_fd_sc_hd__mux4_2 | 109 | 2450
sky130_fd_sc_hd__a211oi_1 | 88 | 661
sky130_fd_sc_hd__mux2_2 | 87 | 980
sky130_fd_sc_hd__mux2_1 | 74 | 833
sky130_fd_sc_hd__buf_2 | 62 | 310
sky130_fd_sc_hd__inv_1 | 61 | 229
sky130_fd_sc_hd__o22ai_1 | 52 | 325
layer usage:
layer  part of all wire (%)  track usage, %  routed length (µm)
met1                     43            54.5               41600
met2                     39            46.4               37300
met3                     14            14.3               13700
met4                    3.6            10.2                3440
met5                  0.012           0.368                  12
cell families after synthesis:
group,after synthesis,share of synthesized area (%)
AND-OR/OR-AND,782,33.3
AND/OR/NAND/NOR,551,15.3
multiplexers,497,42.2
buffers and inverters,294,9.26
worst max-delay path, stage by stage:
cell,delay [ns]
sky130_fd_sc_hd__buf_8,0.49
sky130_fd_sc_hd__buf_4,0.74
sky130_fd_sc_hd__buf_4,0.72
sky130_fd_sc_hd__mux2_1,0.39
sky130_fd_sc_hd__mux4_2,0.59
sky130_fd_sc_hd__a221oi_2,0.32
sky130_fd_sc_hd__nor2_1,0.06
sky130_fd_sc_hd__or4_1,0.59
sky130_fd_sc_hd__clkdlybuf4s50_1,0.43
where the power goes:
group | total [µW] | switching [µW] | leakage, µW | internal [µW]
Clock | 0 | 0 | 0 | 0
Combinational | 1050 | 629 | 0.00685 | 421
Sequential | 0 | 0 | 0 | 0
Total | 1050 | 629 | 0.00685 | 421
stage by stage:
step                cells  hold slack (ns)
floorplan            2124             4.87
global placement     2903             5.61
detailed placement   2903             5.61
CTS                  2903             5.61
global route         2903             5.69
finish               2903             5.63
how the worst min path moves through the flow:
| stage | startpoint | end | slack, ns | depth (start not counted) |
|---|---|---|---|---|
| global route | shamt[2] | out_data[0] | 5.69 | 4 |
| CTS | shamt[2] | out_data[0] | 5.61 | 4 |
| finish | shamt[2] | out_data[0] | 5.63 | 4 |
cell usage in the layout, fill, tap and decap left out, drive strengths merged, types with 6 or more instances in the layout:
cell           count
clkdlybuf4s50    257
nor2             247
mux2i            226
a21oi            199
o21ai            165
nand2            162
mux2             162
mux4             109
a211oi            90
buf               71
inv               61
o22ai             52
o211ai            34
and2              30
a221oi            27
nor3              26
a211o             23
nand2b            22
nand3             22
o221ai            20
a21o              19
a22oi             18
o21a              15
a31oi             13
a32oi             12
a221o             10
o32ai              9
or2                9
o31ai              8
nor2b              7
o31a               7
or3                6
a311oi             6
area by class of cell:
class | count | area (µm²)
repair buffers | 330 | 3150
inverters | 63 | 238
fillers | 5259 | 32900
well taps | 680 | 851
multi-input cells | 1830 | 14100
Power figures rest on the tool's default switching activity, not on a simulated workload.
