`flow/run.sh`:
```
#!/bin/bash
# OpenROAD 26Q1-2900-gdf79404cd8, Yosys 0.63+post, stock flow scripts
make -C /OpenROAD-flow-scripts/flow DESIGN_CONFIG=/design/flow/config.mk WORK_HOME=/design/flow/orfs finish
```
`flow/config.mk`:
```
export PLATFORM = sky130hd
export DESIGN_NAME = fifo
export DESIGN_NICKNAME = fifo
export VERILOG_FILES = /design/flow/design.v
export SDC_FILE = /design/flow/constraint.sdc
export NUM_CORES = 4
export LEC_CHECK = 1
export CORE_UTILIZATION = 30
```
`flow/design.v`:
```
package alu_pkg;
  typedef enum logic [4:0] {
    Add,
    ShiftLeftLogic,
    SetLessThan,
    SetLessThanUnsigned,
    Xor,
    ShiftRightLogic,
    Or,
    And,
    Mul,
    MulHigh,
    MulHighSignedUnsigned,
    MulHighUnsigned,
    Div,
    DivUnsigned,
    Rem,
    RemUnsigned,
    Sub,
    ShiftRightArithmetic = 5'b10101
  } alu_op_t;
endpackage
package branch_decoder_unit_pkg;
  typedef enum logic [1:0] {
    NoBranch,
    Jump,
    CondBranch
  } branch_t;
  typedef enum logic [2:0] {
    Beq,
    Bne,
    Blt = 3'b100,
    Bge,
    Bltu,
    Bgeu
  } cond_branch_t;
  typedef enum logic {
    PcPlus4,
    PcOrReadDataPlusImm
  } pc_src_t;
endpackage
package csr_mem_pkg;
  typedef enum logic [1:0] {
    Msip = 2'b00,
    Mtime = 2'b01,
    Mtimecmp = 2'b11
  } csr_mem_addr_t;
endpackage
package control_unit_pkg;
  typedef enum logic [1:0] {
    WrAluY,
    WrCsrRdData,
    WrRdData,
    WrPcPlus4
  } wr_reg_t;
endpackage
package forwarding_unit_pkg;
  typedef enum logic [1:0] {
    NoForward,
    ForwardExecute,
    ForwardDecode,
    ForwardExecuteMemory
  } forwarding_type_t;
  typedef enum logic [1:0] {
    NoForwarding,
    ForwardFromEx,
    ForwardFromMem,
    ForwardFromWb
  } forwarding_t;
endpackage
package hazard_unit_pkg;
  typedef enum logic [1:0] {
    NoHazard,
    HazardDecode,
    HazardExecute
  } hazard_t;
  typedef enum logic {
    OnlyRs1,
    Rs1AndRs2
  } rs_used_t;
endpackage
package memory_unit_pkg;
  typedef enum logic [1:0] {
    Idle,
    WaitAnyMem,
    WaitInstMem,
    WaitDataMem
  } memory_unit_fsm_t;
endpackage
package cache_pkg;
  typedef enum logic [1:0] {
    Idle,
    CompareTag,
    Allocate,
    WriteBack
  } cache_state_t;
endpackage
package sd_controller_pkg;
  typedef enum logic [4:0] {
    InitBegin,
    WaitSendCmd,
    WaitReceiveCmd,
    SendCmd0,
    CheckCmd0,
    SendCmd8,
    CheckCmd8,
    SendCmd59,
    CheckCmd59,
    SendCmd55,
    CheckCmd55,
    SendAcmd41,
    CheckAcmd41,
    SendCmd16,
    CheckCmd16,
    Idle,
    SendCmd17,
    CheckCmd17,
    SendCmd24,
    CheckCmd24,
    CheckRead,
    CheckWrite,
    SendCmd13,
    CheckCmd13,
    CheckErrorToken,
    Final
  } sd_controller_fsm_t;
  typedef enum logic [5:0] {
    Cmd0 = 6'd00,
    Cmd8 = 6'd08,
    Cmd13 = 6'd13,
    Cmd16 = 6'd16,
    Cmd17 = 6'd17,
    Cmd24 = 6'd24,
    Cmd41 = 6'd41,
    Cmd55 = 6'd55,
    Cmd59 = 6'd59
  } cmd_index_t;
  typedef enum logic [7:0] {
    CmdInitializedResponse = 8'h00,
    CmdNotInitializedResponse = 8'h01,
    WriteSuccessfulResponse = 8'h05,
    WriteErrorResponse = 8'h0B,
    ErrorTokenResponse = 8'h0F,
    Cmd17ErrorResponse = 8'h74
  } cmd_response_t;
  localparam reg [15:0] Cmd13Response = 16'h0000;
  localparam reg [39:0] Cmd8Response = {8'h01, 4'h2, 16'h0000, 4'h1, 8'hAA};
  typedef enum logic [31:0] {
    NullCmdArgument = 32'h00000000,
    Cmd8Argument = 32'h000001AA,
    Cmd59Argument = 32'h00000001,
    Acmd41Argument = 32'h40000000,
    Cmd16Argument = 32'd512
  } cmd_argument_t;
endpackage
package sd_receiver_pkg;
  typedef enum logic [1:0] {
    Idle,
    WaitingSD,
    Receiving,
    WaitBusy
  } sd_receiver_fsm_t;
  typedef enum logic [2:0] {
    R1,
    R3OrR7,
    DataToken,
    DataBlock,
    R2
  } sd_receiver_response_t;
  typedef enum logic [12:0] {
    R1OrDataTokenSize = 7,
    R2Size = 15,
    R3OrR7Size = 39,
    DataBlockSize = 4112
  } sd_receiver_response_size_t;
endpackage
package sd_sender_pkg;
  typedef enum logic {
    Idle,
    Sending
  } sd_sender_fsm_t;
  typedef enum logic {
    Cmd,
    Data
  } sd_sender_chunk_t;
endpackage
package uart_phy_pkg;
  typedef enum logic [2:0] {
    Idle,
    Start,
    Data,
    Parity,
    Stop1,
    Stop2
  } uart_phy_fsm_t;
endpackage
package uart_pkg;
  typedef enum logic [2:0] {
    Idle,
    Read,
    Write,
    EndOp,
    Final
  } uart_fsm_t;
  typedef enum logic [3:0] {
    TxData,
    RxData,
    TxFull,
    TxEmpty,
    RxFull,
    RxEmpty,
    InterruptEn,
    Pending,
    Status,
    TxControl,
    RxControl,
    ClockDiv
  } uart_addr_t;
  typedef enum logic [2:0] {
    LitexData,
    LitexTxFull,
    LitexRxEmpty,
    LitexStatus,
    LitexPending,
    LitexInterruptEn,
    LitexTxEmpty,
    LitexRxFull
  } uart_litex_addr_t;
  typedef enum logic [2:0] {
    SiFiveTxData,
    SiFiveRxData,
    SiFiveTxControl,
    SiFiveRxControl,
    SiFiveInterruptEn,
    SiFivePending,
    SiFiveClockDiv
  } uart_sifive_addr_t;
endpackage
package uart_top_pkg;
  typedef enum logic [3:0] {
    Idle = 4'h0,
    ConfReceiveControl = 4'h1,
    ConfTransmitControl = 4'h2,
    ConfInterruptEn = 4'h3,
    WaitInterrupt = 4'h4,
    ReadingData = 4'h5,
    InitWritingData = 4'h6,
    WritingData = 4'h7,
    ClearInterrupt = 4'h8
  } uart_top_fsm_t;
endpackage
module fifo #(
    parameter integer DATA_SIZE = 32,
    parameter integer DEPTH = 8
) (
    input wire clock,
    input wire reset,
    input wire wr_en,
    input wire rd_en,
    input wire [$clog2(DEPTH)-1:0] watermark_level,
    input wire [DATA_SIZE-1:0] wr_data,
    output wire [DATA_SIZE-1:0] rd_data,
    output wire less_than_watermark,
    output wire greater_than_watermark,
    output wire empty,
    output wire full,
    output wire [$clog2(DEPTH)-1:0] watermark_reg_db
);
  wire [$clog2(DEPTH)-1:0] rd_reg;   
  wire [$clog2(DEPTH)-1:0] wr_reg;   
  wire [$clog2(DEPTH)-1:0] watermark_reg;
  reg [DATA_SIZE-1:0] fifo_memory[DEPTH-1:0];
  wire _full;
  wire _empty;
  wire [$clog2(DEPTH)-1:0] cte_0 = 0;
  sync_parallel_counter #(
      .size($clog2(DEPTH)),
      .init_value(-1'b1)
  ) rd_pointer (
      .clock(clock),
      .reset(reset),
      .load(1'b0),
      .load_value(cte_0),
      .inc_enable(rd_en & (~_empty)),
      .dec_enable(1'b0),
      .value(rd_reg)
  );
  sync_parallel_counter #(
      .size($clog2(DEPTH)),
      .init_value(0)
  ) wr_pointer (
      .clock(clock),
      .reset(reset),
      .load(1'b0),
      .load_value(cte_0),
      .inc_enable(wr_en & (~_full)),
      .dec_enable(1'b0),
      .value(wr_reg)
  );
  sync_parallel_counter #(
      .size($clog2(DEPTH)),
      .init_value(0)
  ) watermark_counter (
      .clock(clock),
      .reset(reset),
      .load(1'b0),
      .load_value(cte_0),
      .inc_enable(wr_en & (~_full)),
      .dec_enable(rd_en & (~_empty)),
      .value(watermark_reg)
  );
  always_ff @(posedge clock) begin
    if (wr_en == 1'b1 && _full == 1'b0) fifo_memory[wr_reg] <= wr_data;
  end
  assign rd_data = fifo_memory[rd_reg];
  assign _empty = (watermark_reg == 0);   
  assign _full = (watermark_reg == DEPTH - 1);   
  assign greater_than_watermark = (watermark_reg > watermark_level);
  assign less_than_watermark = (watermark_reg < watermark_level);
  assign empty = _empty;
  assign full = _full;
  assign watermark_reg_db = watermark_reg;
endmodule
module register_d (
    clock,
    reset,
    enable,
    D,
    Q
);
  parameter N = 4;
  parameter reset_value = 1;
  input wire clock, reset, enable;
  input wire [N - 1:0] D;
  output reg [N - 1:0] Q;
  always @(posedge clock, posedge reset)
    if (reset == 1) Q <= reset_value;
    else if (enable == 1) Q <= D;
    else Q <= Q;
endmodule
module sync_parallel_counter (
    clock,
    reset,
    inc_enable,
    dec_enable,
    load,
    load_value,
    value
);
  parameter integer size = 4;   
  parameter [size - 1:0] init_value = 0;   
  input wire clock, reset, inc_enable, dec_enable, load;
  input wire [size - 1:0] load_value;   
  output wire [size - 1:0] value;
  wire [size - 1:0] enable_vector;   
  wire [size - 1:0] enable_aux;   
  wire [size - 1:0] reg_T_out;   
  wire [size - 1:0] reg_T_in;   
  genvar i, j;   
  generate
    for (i = 0; i < size; i = i + 1) begin : g_count
      register_d #(
          .N(1),
          .reset_value(init_value[i])
      ) register_T (
          .clock(clock),
          .reset(reset),
          .enable(load | enable_vector[i]),
          .D(reg_T_in[i]),
          .Q(reg_T_out[i])
      );
      assign enable_vector[i] = enable_aux[i] & (inc_enable ^ dec_enable);
      if (i > 0) assign enable_aux[i] = enable_aux[i-1] & (reg_T_out[i-1] ~^ inc_enable);
      else assign enable_aux[0] = 1;
    end
  endgenerate
  assign reg_T_in = load ? load_value : ~reg_T_out;
  assign value = reg_T_out;
endmodule
```
`flow/constraint.sdc`:
```
current_design fifo

set clk_period 5.7
set clk_io_pct 0.2

create_clock -name clk0 -period $clk_period [get_ports {clock}]

set non_clock_inputs [all_inputs -no_clocks]
set_input_delay [expr $clk_period * $clk_io_pct] -clock clk0 $non_clock_inputs
set_output_delay [expr $clk_period * $clk_io_pct] -clock clk0 [all_outputs]
```
==> results.txt <==
overall overflow remaining after global route: 0
maximum number of pins on one net before global-route repair: 36
minimum clock period: 4.415 ns
synthesized area per cell: 23.72 sq um
worst hold path class: flop to flop
Setup Total Neg Slack: 0 ns
startpoint-to-endpoint class of the critical path: flop to output pin
Overall Global Routing Usage: 12.55%
crit path launch: rd_pointer.g_count[0].register_T.Q$_DFFE_PP1P_
PnR Total Power: 6.038 mW
Synth flops: 265
Routed Antenna Nets: 0
max-slew violation count: 0
clk buf depth: 3
portion of the post-synthesis area used by sequential elements: 76.69%
data required time at the worst endpoint: 4.56 ns
switching power share of the total: 25.69%
Die Footprint: 35140 sq um
DR vias/cell: 4.646
final hold violation count: 0
maximum fanout along the worst path: 33
Crit. End Element: output pin
Clock transition at path regs: 0.05 ns
number of rows created at floorplan: 67
crit path capture: rd_data[3]
Post-CTS Resized: 0
# setup viols final: 0
placed wire-length estimate: 10930 um
sinks on the clock net: 265
number of fill cells: 2994
count of buffers inserted at the top-level ports: 77
placed insts: 952
NetSw: 1.551 mW
Max Fclk: 0.2265 GHz
post-route worst hold slack: 0.5137 ns
flop-to-flop setup slack: 3.02 ns
element type at the critical path start: flop
DRC violations left: 0
ys cells: 435
wire length of the first global-routing pass: 30760 um
Pre-antenna DRT Iters: 4
number of ports placed on the die boundary: 78
fraction of final layout cells with drive strength greater than 1: 24.09%
arrival time at the worst endpoint: 3.27 ns
post-layout instance area: 12510 sq um
clock tree from TritonCTS: done
Die Span X: 187.5 um
number of buffers created by CTS: 28
source of the worst hold timing path: wr_pointer.g_count[0].register_T.Q$_DFFE_PP0P_
final RePlAce weighted congestion: 0.7492
share of total power in the clock network: 28.1%
share of total power in sequential cells: 43.6%
number of H-tree levels: 1
R2R Path Start: watermark_counter.g_count[2].register_T.Q$_DFFE_PP0P_
post-layout period usage: 77.45%
worst-case reg-to-reg path depth: 4
Non-Filler Instances: 1000
static leakage: 4.022 nW
OpenROAD warnings: 25
insertion delay to the later sink of the worst-skew pair: 0.53 ns
antenna diode count: 0
maximum clock skew at final layout: 0.01089 ns
Hold-fix buffers, CTS: 0
relative slew slack: 47.83%
total detailed-routing wirelength: 20290 um
run status: finished clean
count of mapped cells out of synthesis: 435
Chip Area, Yosys: 10320 sq um
fp util: 30.62%
Worst VDD drop: 230.2 uV
placeable core area: 33700 sq um
routed via count: 4646
clock root buffer: sky130_fd_sc_hd__clkbuf_16
dpl cell area: 11640 sq um
Comb power frac: 28.3%
critical register-to-register path endpoint: fifo_memory[1][4]$_DFFE_PP_
Mapped Area: 10320 sq um
Wirelength per Cell: 20.29 um
unrepaired setup endpoints after global routing: no
commonest non-fill, non-tap cells in the layout: sky130_fd_sc_hd__edfxtp_1 (256), sky130_fd_sc_hd__clkdlybuf4s50_1 (77), sky130_fd_sc_hd__mux4_2 (39)
total power divided by cell area: 482.7 nW/um^2
via count of the first global-routing pass: 5259
internal power contribution: 4.486 mW
Yosys Warn Count: 3
number of post-CTS setup repair buffers: 0
reported max-cap violation count: 0
most frequent logic cell in the layout: sky130_fd_sc_hd__edfxtp_1
distinct cell type count after synthesis: 31
slew at the pin closest to its max-slew limit: 0.7783 ns
first-iteration detailed-routing DRC count: 232
vertical die dimension: 187.5 um
initial antenna violation count: 1
Layout Area Growth over Synthesis: 21.21%
[cells by family after synthesis]
family	Yosys count	share of synthesized area, %
DFF	265	76.69
muxes	96	18.37
buffers and inverters	29	1.928
and+or+nand+nor	26	1.334
xor gates and xnor gates	8	0.6790
AOI/OAI and AO/OA	6	0.3880
adders and majority gates	5	0.6063
[metrics by stage]
step	utilization, %	setup WS [ns]
final	37.11	1.285
after global routing	37.11	1.091
after CTS	37.11	1.171
after detailed placement	34.55	1.695
after global placement	34.55	1.713
after floorplan	-	1.759
[cell usage after synthesis]
cell type                  instances  share of area, %
sky130_fd_sc_hd__o21ai_0           3              0.15
sky130_fd_sc_hd__dfrtp_1           8               1.9
sky130_fd_sc_hd__mux4_1           25               6.4
sky130_fd_sc_hd__nor2b_1           3              0.18
sky130_fd_sc_hd__and2_1            1             0.061
sky130_fd_sc_hd__nand2b_1          2              0.12
sky130_fd_sc_hd__buf_8             2              0.29
sky130_fd_sc_hd__buf_6             2              0.22
sky130_fd_sc_hd__a211oi_1          1             0.073
sky130_fd_sc_hd__clkbuf_1          5              0.18
sky130_fd_sc_hd__edfxtp_1        256                74
sky130_fd_sc_hd__nand2_1           3              0.11
sky130_fd_sc_hd__a32oi_1           1             0.085
sky130_fd_sc_hd__nor3b_1           1             0.073
sky130_fd_sc_hd__nor3_1            4              0.19
sky130_fd_sc_hd__dfstp_2           1              0.25
sky130_fd_sc_hd__and3b_1           1             0.085
sky130_fd_sc_hd__nand4b_1          1             0.085
sky130_fd_sc_hd__xnor2_1           4              0.34
sky130_fd_sc_hd__xor2_1            4              0.34
sky130_fd_sc_hd__a221oi_1          1             0.085
sky130_fd_sc_hd__nand3_1           2             0.097
sky130_fd_sc_hd__buf_12            2              0.39
sky130_fd_sc_hd__buf_2             7              0.34
sky130_fd_sc_hd__mux2_2           32               3.5
sky130_fd_sc_hd__buf_4             3              0.22
sky130_fd_sc_hd__inv_1             8              0.29
sky130_fd_sc_hd__ha_1              5              0.61
sky130_fd_sc_hd__nand3b_1          1             0.073
sky130_fd_sc_hd__mux4_2           39               8.5
sky130_fd_sc_hd__nor2_1            7              0.25
[state kept, by name (all words and copies together), names as in the netlist]
name	count
fifo_memory	256
rd_pointer.g_count.register_T.Q	3
watermark_counter.g_count.register_T.Q	3
wr_pointer.g_count.register_T.Q	3
[worst min-delay path by stage]
stage,to,slack [ns],cells after the start
4_1_cts,wr_pointer.g_count[0].register_T.Q$_DFFE_PP0P_,0.52,1
5_1_grt,wr_pointer.g_count[0].register_T.Q$_DFFE_PP0P_,0.55,1
6_report,wr_pointer.g_count[0].register_T.Q$_DFFE_PP0P_,0.51,1
[routing by layer]
layer	GRT usage (%)	vias to the layer above	routed length [um]	share of wire (%)
met2	19.83	284	9911	49
met4	2.095	2	411	2.0
met1	14.80	2288	7198	35
met3	8.352	34	2751	14
met5	0	-	17	0.084
li1	-	2038	-	-
[power by group through the flow]
stage	sequential [mW]	clock, mW	combinational [mW]
after global routing	2.67	1.82	1.87
final	2.63	1.70	1.71
after CTS	2.64	1.75	1.77
[critical path, cell delays in order (launching register included)]
cell	delay [ns]
sky130_fd_sc_hd__dfstp_4	0.99
sky130_fd_sc_hd__buf_4	0.45
sky130_fd_sc_hd__mux4_1	0.62
sky130_fd_sc_hd__mux2_2	0.28
sky130_fd_sc_hd__clkdlybuf4s50_1	0.40
[area by class of cell]
type | count | area [sq um] | area share, %
sequential | 265 | 7923 | 63.35
multi-input combinational | 141 | 2261 | 18.08
clock buffer | 35 | 748.2 | 5.982
timing repair buffer | 90 | 868.3 | 6.943
tap | 448 | 560.5 | 4.482
inverter | 8 | 30.03 | 0.2401
clock inverter | 13 | 116.4 | 0.9304
Power figures rest on the tool's default switching activity, not on a simulated workload.
