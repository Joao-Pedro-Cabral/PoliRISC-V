### flow/constraint.sdc
current_design register_file

set clk_period 3.1
set clk_io_pct 0.2

create_clock -name clk0 -period $clk_period [get_ports {clock}]

set non_clock_inputs [all_inputs -no_clocks]
set_input_delay [expr $clk_period * $clk_io_pct] -clock clk0 $non_clock_inputs
set_output_delay [expr $clk_period * $clk_io_pct] -clock clk0 [all_outputs]
### flow/run.sh
#!/bin/bash
# OpenROAD 26Q1-2900-gdf79404cd8, Yosys 0.63+post, stock flow scripts
make -C /OpenROAD-flow-scripts/flow DESIGN_CONFIG=/design/flow/config.mk WORK_HOME=/design/flow/orfs finish
### flow/design.v
package alu_pkg;
  typedef enum logic [4:0] {
    Add,
    ShiftLeftLogic,
    SetLessThan,
    SetLessThanUnsigned,
    Xor,
    ShiftRightLogic,
    Or,
    And,
    Mul,
    MulHigh,
    MulHighSignedUnsigned,
    MulHighUnsigned,
    Div,
    DivUnsigned,
    Rem,
    RemUnsigned,
    Sub,
    ShiftRightArithmetic = 5'b10101
  } alu_op_t;
endpackage
package branch_decoder_unit_pkg;
  typedef enum logic [1:0] {
    NoBranch,
    Jump,
    CondBranch
  } branch_t;
  typedef enum logic [2:0] {
    Beq,
    Bne,
    Blt = 3'b100,
    Bge,
    Bltu,
    Bgeu
  } cond_branch_t;
  typedef enum logic {
    PcPlus4,
    PcOrReadDataPlusImm
  } pc_src_t;
endpackage
package csr_mem_pkg;
  typedef enum logic [1:0] {
    Msip = 2'b00,
    Mtime = 2'b01,
    Mtimecmp = 2'b11
  } csr_mem_addr_t;
endpackage
package control_unit_pkg;
  typedef enum logic [1:0] {
    WrAluY,
    WrCsrRdData,
    WrRdData,
    WrPcPlus4
  } wr_reg_t;
endpackage
package forwarding_unit_pkg;
  typedef enum logic [1:0] {
    NoForward,
    ForwardExecute,
    ForwardDecode,
    ForwardExecuteMemory
  } forwarding_type_t;
  typedef enum logic [1:0] {
    NoForwarding,
    ForwardFromEx,
    ForwardFromMem,
    ForwardFromWb
  } forwarding_t;
endpackage
package hazard_unit_pkg;
  typedef enum logic [1:0] {
    NoHazard,
    HazardDecode,
    HazardExecute
  } hazard_t;
  typedef enum logic {
    OnlyRs1,
    Rs1AndRs2
  } rs_used_t;
endpackage
package memory_unit_pkg;
  typedef enum logic [1:0] {
    Idle,
    WaitAnyMem,
    WaitInstMem,
    WaitDataMem
  } memory_unit_fsm_t;
endpackage
package cache_pkg;
  typedef enum logic [1:0] {
    Idle,
    CompareTag,
    Allocate,
    WriteBack
  } cache_state_t;
endpackage
package sd_controller_pkg;
  typedef enum logic [4:0] {
    InitBegin,
    WaitSendCmd,
    WaitReceiveCmd,
    SendCmd0,
    CheckCmd0,
    SendCmd8,
    CheckCmd8,
    SendCmd59,
    CheckCmd59,
    SendCmd55,
    CheckCmd55,
    SendAcmd41,
    CheckAcmd41,
    SendCmd16,
    CheckCmd16,
    Idle,
    SendCmd17,
    CheckCmd17,
    SendCmd24,
    CheckCmd24,
    CheckRead,
    CheckWrite,
    SendCmd13,
    CheckCmd13,
    CheckErrorToken,
    Final
  } sd_controller_fsm_t;
  typedef enum logic [5:0] {
    Cmd0 = 6'd00,
    Cmd8 = 6'd08,
    Cmd13 = 6'd13,
    Cmd16 = 6'd16,
    Cmd17 = 6'd17,
    Cmd24 = 6'd24,
    Cmd41 = 6'd41,
    Cmd55 = 6'd55,
    Cmd59 = 6'd59
  } cmd_index_t;
  typedef enum logic [7:0] {
    CmdInitializedResponse = 8'h00,
    CmdNotInitializedResponse = 8'h01,
    WriteSuccessfulResponse = 8'h05,
    WriteErrorResponse = 8'h0B,
    ErrorTokenResponse = 8'h0F,
    Cmd17ErrorResponse = 8'h74
  } cmd_response_t;
  localparam reg [15:0] Cmd13Response = 16'h0000;
  localparam reg [39:0] Cmd8Response = {8'h01, 4'h2, 16'h0000, 4'h1, 8'hAA};
  typedef enum logic [31:0] {
    NullCmdArgument = 32'h00000000,
    Cmd8Argument = 32'h000001AA,
    Cmd59Argument = 32'h00000001,
    Acmd41Argument = 32'h40000000,
    Cmd16Argument = 32'd512
  } cmd_argument_t;
endpackage
package sd_receiver_pkg;
  typedef enum logic [1:0] {
    Idle,
    WaitingSD,
    Receiving,
    WaitBusy
  } sd_receiver_fsm_t;
  typedef enum logic [2:0] {
    R1,
    R3OrR7,
    DataToken,
    DataBlock,
    R2
  } sd_receiver_response_t;
  typedef enum logic [12:0] {
    R1OrDataTokenSize = 7,
    R2Size = 15,
    R3OrR7Size = 39,
    DataBlockSize = 4112
  } sd_receiver_response_size_t;
endpackage
package sd_sender_pkg;
  typedef enum logic {
    Idle,
    Sending
  } sd_sender_fsm_t;
  typedef enum logic {
    Cmd,
    Data
  } sd_sender_chunk_t;
endpackage
package uart_phy_pkg;
  typedef enum logic [2:0] {
    Idle,
    Start,
    Data,
    Parity,
    Stop1,
    Stop2
  } uart_phy_fsm_t;
endpackage
package uart_pkg;
  typedef enum logic [2:0] {
    Idle,
    Read,
    Write,
    EndOp,
    Final
  } uart_fsm_t;
  typedef enum logic [3:0] {
    TxData,
    RxData,
    TxFull,
    TxEmpty,
    RxFull,
    RxEmpty,
    InterruptEn,
    Pending,
    Status,
    TxControl,
    RxControl,
    ClockDiv
  } uart_addr_t;
  typedef enum logic [2:0] {
    LitexData,
    LitexTxFull,
    LitexRxEmpty,
    LitexStatus,
    LitexPending,
    LitexInterruptEn,
    LitexTxEmpty,
    LitexRxFull
  } uart_litex_addr_t;
  typedef enum logic [2:0] {
    SiFiveTxData,
    SiFiveRxData,
    SiFiveTxControl,
    SiFiveRxControl,
    SiFiveInterruptEn,
    SiFivePending,
    SiFiveClockDiv
  } uart_sifive_addr_t;
endpackage
package uart_top_pkg;
  typedef enum logic [3:0] {
    Idle = 4'h0,
    ConfReceiveControl = 4'h1,
    ConfTransmitControl = 4'h2,
    ConfInterruptEn = 4'h3,
    WaitInterrupt = 4'h4,
    ReadingData = 4'h5,
    InitWritingData = 4'h6,
    WritingData = 4'h7,
    ClearInterrupt = 4'h8
  } uart_top_fsm_t;
endpackage
module register_file (
    clock,
    reset,
    write_enable,
    read_address1,
    read_address2,
    write_address,
    write_data,
    read_data1,
    read_data2
);
  parameter integer size = 16;   
  parameter integer N = 4;   
  input wire clock;
  input wire reset;
  input wire write_enable;
  input wire [N - 1:0] read_address1;
  input wire [N - 1:0] read_address2;
  input wire [N - 1:0] write_address;
  input wire [size - 1:0] write_data;
  output wire [size - 1:0] read_data1;
  output wire [size - 1:0] read_data2;
  wire [2**N - 1:0] write_enable_reg;
  wire [size - 1:0] register_array[2**N - 2:0];
  wire [size*(2**N - 1) - 1:0] register_vector;   
  genvar i, j;
  decoderN #(
      .N(N)
  ) write_reg_decoder (
      .A(write_address),
      .enable(write_enable),
      .Y(write_enable_reg)
  );
  generate
    for (i = 1; i < 2 ** N; i = i + 1) begin : g_register_file
      register_d #(
          .N(size),
          .reset_value(0)
      ) register (
          .clock(clock),
          .reset(reset),
          .enable(write_enable_reg[i]),
          .D(write_data),
          .Q(register_array[i-1])
      );
    end
  endgenerate
  generate
    for (j = 0; j < 2 ** N - 1; j = j + 1) begin : g_vector_generate
      assign register_vector[size*(j+1)-1:j*size] = register_array[j];
    end
  endgenerate
  gen_mux #(
      .size(size),
      .N(N)
  ) read_reg_mux1 (
      .A({register_vector, {size{1'b0}}}),
      .S(read_address1),
      .Y(read_data1)
  );
  gen_mux #(
      .size(size),
      .N(N)
  ) read_reg_mux2 (
      .A({register_vector, {size{1'b0}}}),
      .S(read_address2),
      .Y(read_data2)
  );
endmodule
module decoderN (
    A,
    enable,
    Y
);
  parameter integer N = 5;
  input wire [N - 1:0] A;
  input wire enable;
  output reg [2**N - 1:0] Y;
  always @(*) begin
    if (enable == 1) begin
      Y    = 0;
      Y[A] = 1;
    end else Y = 0;
  end
endmodule
module gen_mux (
    A,
    S,
    Y
);
  parameter integer size = 4;   
  parameter integer N = 8;
  input wire [size*(2**N) - 1:0] A;   
  input wire [N - 1:0] S;
  output wire [size - 1:0] Y;
  wire [size - 1:0] B[N:0][2**N - 1:0];   
  genvar i, j, k;   
  assign Y = B[N][0];
  generate
    for (k = 0; k < 2 ** N; k = k + 1) begin : B_0_init
      assign B[0][k] = A[(k+1)*size-1:k*size];
    end
  endgenerate
  generate
    for (i = 0; i < N; i = i + 1) begin : line
      for (j = 0; j < 2 ** (N - i - 1); j = j + 1) begin : column
        mux2to1 #(
            .size(size)
        ) mux (
            .A(B[i][2*j]),
            .B(B[i][2*j+1]),
            .S(S[i]),
            .Y(B[i+1][j])
        );
      end
    end
  endgenerate
endmodule
module mux2to1 (
    A,
    B,
    S,
    Y
);
  parameter integer size = 4;
  input wire [size - 1:0] A;
  input wire [size - 1:0] B;
  input wire S;
  output wire [size - 1:0] Y;
  assign Y = (S == 1'b1) ? B : A;
endmodule
module register_d (
    clock,
    reset,
    enable,
    D,
    Q
);
  parameter N = 4;
  parameter reset_value = 1;
  input wire clock, reset, enable;
  input wire [N - 1:0] D;
  output reg [N - 1:0] Q;
  always @(posedge clock, posedge reset)
    if (reset == 1) Q <= reset_value;
    else if (enable == 1) Q <= D;
    else Q <= Q;
endmodule
### flow/config.mk
export PLATFORM = sky130hd
export DESIGN_NAME = register_file
export DESIGN_NICKNAME = register_file
export VERILOG_FILES = /design/flow/design.v
export SDC_FILE = /design/flow/constraint.sdc
export NUM_CORES = 4
export LEC_CHECK = 1
export CORE_UTILIZATION = 40
==> ci_impl_report.md <==
## Implementation flow summary

| Metric | Value |
|---|---|
| Status | `completed` |
| Worst EP arrival | `2410 ps` |
| CTS Buffer Depth | `3` |
| Minimum clock period | `3028 ps` |
| Max reg flops | `240` |
| Tool warnings | `29` |
| Yosys warns | `4` |
| Gate Area | `6902 sq um` |
| Fmax | `330.2 MHz` |
| WP data required | `2480 ps` |
| Cell Area, Synth | `13350 sq um` |
| Cell mode on critical path | `mux4_2` |
| RR Startpoint | `g_register_file[11].register.Q[10]` |
| Routing usage on met3 | `6.639%` |
| DP HPWL | `23140 um` |
| Share of layout cells above drive strength 1 | `56.29%` |
| First-pass GRT wire length | `56330 um` |
| DRT iter0 DRCs | `400` |
| R2R setup slack | `2300 ps` |
| Cell Rows | `66` |
| Largest net degree at the start of global routing | `84` |
| Final WS setup | `71.80 ps` |
| Slowest stage cell, crit path | `mux4_2` |
| Antenna Nets Post-Route | `0` |
| RSZ-0062 raised after global routing | `false` |
| Antenna Cells | `0` |
| Clk sinks | `240` |
| Initial antenna violation count | `0` |
| Syn avg cell area | `14.85 sq um` |
| DRC | `0` |
| Worst Hold Class | `in -> async` |
| Final period utilization | `97.68%` |
| Crit path launch | `read_address2[0]` |
| CP Launch Type | `input pin` |
| Reg2Reg Depth | `1` |
| CP Max Fanout | `8` |
| CTS Buf Count | `28` |
| Hold_buf cts | `0` |
| Flops & latches, synth | `240` |
| GRT Util Overall | `23.71%` |
| M2 GR Usage | `37.96%` |
| Fp_density | `40.83%` |
| GR Util met1 | `34.13%` |
| Layer with the highest usage | `met2` |
| Ports | `63` |
| Post-synth tally of flip-flops with integrated enable | `0` |
| Setup WS pre-CTS | `-317.4 ps` |
| FF-to-FF End | `g_register_file[11].register.Q[10]` |
| Cell Type Count | `38` |
| CP top delay family | `multiplexers` |
| Die area | `34110 sq um` |
| Worst Setup EP | `read_data2[6]` |
| # fillers | `2781` |
| CTS HTree Levels | `1` |
| Worst Max-Slew Pin Slew | `580.9 ps` |
| Largest regs | `g_register_file.register.Q x240` |
| Die Height | `184.7 um` |
| CTS Root Cell | `clkbuf_16` |
| Final Hold Viols | `0` |
| CP peak stage delay | `520 ps` |
| CP Capture Type | `primary output` |
| CTS tree | `yes` |
| Async set-reset flop share out of synthesis | `100.0%` |
| Routed len/inst | `24.37 um` |
| YS chip area | `13350 sq um` |
| Largest register by flop count | `g_register_file.register.Q` |
| Grt ovf | `0` |
| Setup Crit Path Kind | `in -> out` |
| Via density | `5.680` |
| Clock Skews | `0 ps` |
| Most frequent cells in the layout | `253 x mux2_2, 240 x dfrtp_1, 95 x mux4_2` |
| Critical-path cell list | `buf_8, buf_12, mux4_2, mux4_2, clkdlybuf4s50_1` |
| WP depth | `5` |
| Final WL | `36140 um` |
| Cell Pwr Density | `681.4 nW/um^2` |
| Slew HR | `61.15%` |
| Area growth from synthesis to layout | `23.91%` |
| DR pass1 iterations | `4` |
| Commonest Layout Cell | `mux2_2` |
| Final setup viols | `0` |
| CORE AREA | `32700 sq um` |
| CP Buf/Inv Count | `3` |
| Synth Seq Share | `44.98%` |
| WHS | `438.9 ps` |
| Die width | `184.7 um` |
| IO Port Bufs | `62` |
| Post-synthesis cell count | `899` |
| Routed via count | `8424` |
| Clock slew seen by the registers of the worst setup and hold paths | `60 ps` |
| Main flop type after synthesis | `dfrtp_1` |
| LEAKAGE | `0.006948 uW` |
| Vias in the first global route | `9141` |
| Slew Limit Fails | `0` |
| Number of max-cap violations | `0` |
| Peak supply drop | `0.4700 mV` |
| Yosys Instances | `899` |
| Flop area | `6006 sq um` |
| Routability Congestion | `0.8569` |
| Clk latency late pin | `540 ps` |
[synthesized netlist by cell type (all sizes together), types with 4 or more instances]
cell type | n | area, sq um
clkbuf | 30 | 112.6
nor2 | 30 | 165.2
o21a | 8 | 60.06
a22o | 11 | 96.34
a22oi | 21 | 157.7
a21oi | 6 | 30.03
nand2b | 4 | 32.53
dfrtp | 240 | 6006
mux4 | 95 | 2140
o22ai | 10 | 76.32
nand2 | 13 | 48.80
nor2b | 10 | 62.56
mux2 | 296 | 3483
a211oi | 9 | 67.56
buf | 50 | 335.3
o221ai | 18 | 157.7
o21ai | 13 | 68.82
inv | 17 | 63.81
ha | 4 | 50.05
[worst min path at each step]
stage | to | from | depth (start not counted)
after CTS | g_register_file[4].register.Q[11] | reset | 2
after global routing | g_register_file[5].register.Q[11] | reset | 2
final | g_register_file[5].register.Q[11] | reset | 2
[through the flow]
stage / util, % / cells / power [uW] / cell area [sq um] / setup TNS (ps)
final: 50.59 / 1483 / 11270 / 16540 / 0
after global routing: 50.59 / 1483 / 11860 / 16540 / 0
after CTS: 50.12 / 1479 / 11340 / 16390 / 0
after detailed placement: 46.69 / 1427 / 7555 / 15270 / -2973
after global placement: 46.69 / 1427 / 7501 / 15270 / -2378
after floorplan: - / 899 / 6601 / 13360 / -160280
[per-layer routing]
| metal | vias to the layer above | wire length [um] |
|---|---|---|
| met5 | - | 0 |
| met4 | 0 | 807 |
| met3 | 49 | 2602 |
| li1 | 3717 | - |
| met1 | 4403 | 14930 |
| met2 | 255 | 17800 |
[cells by family after synthesis]
kind of cell / after synthesis / synth area share, %
muxes: 391 / 42.11
DFF: 240 / 44.98
AOI/OAI and AO/OA: 99 / 5.576
buffers and inverters: 97 / 3.833
and+or+nand+nor: 68 / 3.121
adders and majority gates: 4 / 0.3749
[repair_timing]
item | 4_1_cts | 5_1_grt
cloned | 1 | 1
setup endpoints to repair | 17 | 22
resized | 12 | 25
buffers inserted | 0 | 3
[report_power, final]
part	internal (uW)	switching [uW]	total [uW]
logic	1980	944	2930
registers	4020	607	4620
clock network	2380	1340	3720
[final cells by class]
| type | count | area share [%] |
|---|---|---|
| multi-input combinational | 562 | 41.72 |
| sequential | 240 | 36.30 |
| tap | 442 | 3.343 |
| inverter | 17 | 0.4084 |
| clock buffer | 40 | 5.120 |
| clock inverter | 11 | 1.255 |
| timing repair buffer | 171 | 11.85 |
Power figures rest on the tool's default switching activity, not on a simulated workload.
